--- /design/flow/run.sh ---
#!/bin/bash
# OpenROAD 26Q1-2900-gdf79404cd8, Yosys 0.63+post, stock flow scripts
make -C /OpenROAD-flow-scripts/flow DESIGN_CONFIG=/design/flow/config.mk WORK_HOME=/design/flow/orfs finish
--- /design/flow/config.mk ---
export PLATFORM = sky130hd
export DESIGN_NAME = mux4_1_16b
export DESIGN_NICKNAME = mux4_1_16b
export VERILOG_FILES = /design/flow/design.v
export SDC_FILE = /design/flow/constraint.sdc
export NUM_CORES = 4
export LEC_CHECK = 1
export CORE_AREA = 10 10 70 70
export DIE_AREA = 0 0 80 80
--- /design/flow/constraint.sdc ---
current_design mux4_1_16b

set clk_period 1.5
set clk_io_pct 0.2

create_clock -name clk0 -period $clk_period

set non_clock_inputs [all_inputs -no_clocks]
set_input_delay [expr $clk_period * $clk_io_pct] -clock clk0 $non_clock_inputs
set_output_delay [expr $clk_period * $clk_io_pct] -clock clk0 [all_outputs]
--- /design/flow/design.v ---
module nand2 (in1,in2,out);
input in1,in2;
output out;
assign out = ~(in1 & in2);
endmodule
module not1 (in1,out);
input in1;
output out;
assign out = ~in1;
endmodule
module mux2_1(InA, InB, S, Out);
	input InA;
	input InB;
	input S;
	output Out;
	wire notS;
	wire nandAS, nandBS;
	not1 N1(.in1(S), .out(notS));
	nand2 NA1(.in1(InB), .in2(S), .out(nandBS));
	nand2 NA2(.in1(InA), .in2(notS), .out(nandAS));
	nand2 NA3(.in1(nandBS), .in2(nandAS), .out(Out));
endmodule
module mux2_1_16b(InB, InA, S, Out);
	input [15:0] InA, InB;
	input S;
	output [15:0] Out;
	mux2_1_4b MX0 (.InB(InB[3:0]),   .InA(InA[3:0]),   .S(S), .Out(Out[3:0]));
	mux2_1_4b MX1 (.InB(InB[7:4]),   .InA(InA[7:4]),   .S(S), .Out(Out[7:4]));
	mux2_1_4b MX2 (.InB(InB[11:8]),  .InA(InA[11:8]),  .S(S), .Out(Out[11:8]));
	mux2_1_4b MX3  (.InB(InB[15:12]), .InA(InA[15:12]), .S(S), .Out(Out[15:12]));
endmodule
module mux2_1_4b(InB, InA, S, Out);
	input [3:0] InA, InB;
	input S;
	output [3:0] Out;
	mux2_1 MX0 (.InB(InB[0]), .InA(InA[0]), .S(S), .Out(Out[0]));
	mux2_1 MX1 (.InB(InB[1]), .InA(InA[1]), .S(S), .Out(Out[1]));
	mux2_1 MX2 (.InB(InB[2]), .InA(InA[2]), .S(S), .Out(Out[2]));
	mux2_1 MX3 (.InB(InB[3]), .InA(InA[3]), .S(S), .Out(Out[3]));
endmodule
module mux4_1_16b(InD, InC, InB, InA, S, Out);
	input [15:0] InD, InC, InB, InA;
	input [1:0] S;
	output [15:0] Out;
	wire [15:0] low, high;
	mux2_1_16b MX0 (.InB(InB[15:0]), .InA(InA[15:0]), .S(S[0]), .Out(low[15:0]));
	mux2_1_16b MX1(.InB(InD[15:0]), .InA(InC[15:0]), .S(S[0]), .Out(high[15:0]));
	mux2_1_16b MX2 (.InB(high[15:0]), .InA(low[15:0]), .S(S[1]), .Out(Out[15:0]));
endmodule
==> metrics.csv <==
metric;value;unit
postSynthSeqShare;0;%
vias;630;
gr-total-overflow;0;
route.detailed.drc;0;
powerDensity;231;nW/um2
synth_area_leader_cell;mux4_2;
yosysChipArea;544;um2
drive_gt1_share;40.9;%
vias_per_cell;3.99;
critPathKind;in -> out;
max_freq;664;MHz
leakage;0.590;nW
setup_viol;3;
violations;setup timing;
endpoint_kind;primary output;
syn-cell-area;544;um2
status;complete, but fails checks;
required;1.20;ns
worstMarginPinSlew;0.108;ns
top_cell_area_share;41.4;%
nClkBuffers;0;
ys_cells;36;
grt.total_usage;7.95;%
boundaryPins;82;
portBuffers;82;
hp-start;InC[2];
lay_top_cells;dlygate4sd2_1, mux4_2, buf_2;
postSynthCellCount;36;
rsz0062_at_grt;true;
irDropWorstVdd;0.0826;mV
final_cells;158;
ant_nets;0;
grt_pass1_wl;3970;um
rows;21;
layout.cells.most_common;dlygate4sd2_1;
regArea;0;um2
yosysUniqueCellTypes;6;
die_area;6400;um2
grt_pass1_vias;791;
placed_area;1290;um2
maxCapViolCount;0;
fin_area;1230;um2
wl;2610;um
setup_ws;-0.00560;ns
antenna_found_initial;2;
place.detailed.instances;148;
initCoreUtil;15.9;%
finalCritPeriodShare;100;%
top_cells_by_area;mux4_2, mux4_1, buf_4;
maxSlewViolCount;0;
routedWlPerCell;16.5;um
flops;0;
crit_fanout;5;
start_kind;primary input;
min-delay-path-class;in -> out;
max_slew_margin;92.8;%
period_minus_slack;1.51;ns
die_w;80;um
cp-startpoint;S[0];
drt_iter0_markers;2;
hold_violations;0;
coreArea;3420;um2
firstDrtPassIters;2;
gp_congestion;0.694;
avgSynthCellArea;15.1;um2
grt_max_degree;9;
die_y;80;um
syn_to_final_growth;126;%
yosysWarnings;0;
warnings;34;
arrival;1.21;ns
## worst max-delay path, stage by stage
cell and delay, ns:
buf_8 0.08, buf_8 0.11, buf_6 0.11, mux4_2 0.48, buf_2 0.13
## per-stage QoR
stage | util, % | setup WS, ns | hold WS [ns] | setup TNS (ns) | power [mW]
4_1_cts | 35.3 | -0.0274 | 1.09 | -0.0831 | 0.286
3_3_place_gp | 37.8 | -0.790 | 1.73 | -12.03 | 0.355
2_1_floorplan | - | 0.0342 | 0.873 | 0 | 0.148
5_1_grt | 36.0 | -0.0648 | 1.10 | -0.403 | 0.310
3_5_place_dp | 37.8 | -0.792 | 1.72 | -12.01 | 0.356
6_report | 36.0 | -0.00560 | 1.08 | -0.0128 | 0.284
## logic make-up after synthesis
group,synth area share [%]
buffers and inverters,29.7
muxes,70.3
## power by group
group	internal [mW]	leakage, nW	total [mW]	switching (mW)
Sequential	0	0	0	0
Combinational	0.216	0.590	0.284	0.0682
Clock	0.000000178	0.0000127	0.000000178	0
## final cells by class
cell class / count / area [um2]
Fill cell: 387 / 2180
Tap cell: 46 / 57.6
Antenna cell: 2 / 5.00
Timing Repair Buffer: 94 / 808
Multi-Input combinational cell: 16 / 360
## cell usage after synthesis
library cell	instances
buf_6	1
buf_2	2
mux4_1	6
buf_4	16
buf_12	1
mux4_2	10
## path summary, 6_finish.rpt
kind,endpoint,slack [ns],cells after the start
hold / removal,Out[2],1.08,3
setup / recovery,Out[7],-0.006,5
## what timing repair did
action                     CTS  global route
setup endpoints to repair   16            11
setup buffers                7             1
pin swaps                    0             0
hold endpoints to repair     0             0
hold buffers                 0             0
gates resized              137             3
## layer usage
metal | vias up | GRT usage (%) | part of all wire [%]
met2 | 51 | 13.2 | 47
met3 | 0 | 6.82 | 19
li1 | 288 | - | -
met4 | 0 | 0 | 0
met5 | - | 0 | 0
met1 | 291 | 7.92 | 34
Power and IR drop assume default switching activity.
