**flow/config.mk**
```make
export PLATFORM = sky130hd
export DESIGN_NAME = shifter_8b
export DESIGN_NICKNAME = shifter_8b
export VERILOG_FILES = /design/flow/design.v
export SDC_FILE = /design/flow/constraint.sdc
export NUM_CORES = 4
export LEC_CHECK = 1
export CORE_AREA = 10 10 70 70
export DIE_AREA = 0 0 80 80
```
**flow/design.v**
```verilog
module nand2 (in1,in2,out);
input in1,in2;
output out;
assign out = ~(in1 & in2);
endmodule
module not1 (in1,out);
input in1;
output out;
assign out = ~in1;
endmodule
module mux2_1(InA, InB, S, Out);
	input InA;
	input InB;
	input S;
	output Out;
	wire notS;
	wire nandAS, nandBS;
	not1 N1(.in1(S), .out(notS));
	nand2 NA1(.in1(InB), .in2(S), .out(nandBS));
	nand2 NA2(.in1(InA), .in2(notS), .out(nandAS));
	nand2 NA3(.in1(nandBS), .in2(nandAS), .out(Out));
endmodule
module mux4_1(InA, InB, InC, InD, S, Out);
	input InA;
	input InB;
	input InC;
	input InD;
	input [1:0] S;
	output Out;
	wire low, high;
	mux2_1 LOW(.InA(InA), .InB(InB), .S(S[0]), .Out(low));
	mux2_1 HIGH(.InA(InC), .InB(InD), .S(S[0]), .Out(high));
	mux2_1 TOP(.InA(low), .InB(high), .S(S[1]), .Out(Out));
endmodule
module shifter_8b (In, ShAmt, Oper, Out);
  	input [15:0] In;
  	input ShAmt;
  	input [1:0]  Oper;
  	output [15:0] Out;
	wire [15:0] shOut;
	mux4_1 OP0 (.InD(In[8]), .InC(In[8]), .InB(1'b0), .InA(In[8]), .S(Oper), .Out(shOut[0]));
	mux2_1 POS0 (.InB(shOut[0]),  .InA(In[0]),  .S(ShAmt), .Out(Out[0]));
	mux4_1 OP1 (.InD(In[9]), .InC(In[9]), .InB(1'b0), .InA(In[9]), .S(Oper), .Out(shOut[1]));
	mux2_1 POS1 (.InB(shOut[1]),  .InA(In[1]),  .S(ShAmt), .Out(Out[1]));
	mux4_1 OP2 (.InD(In[10]), .InC(In[10]), .InB(1'b0), .InA(In[10]), .S(Oper), .Out(shOut[2]));
	mux2_1 POS2 (.InB(shOut[2]), .InA(In[2]),  .S(ShAmt), .Out(Out[2]));
	mux4_1 OP3 (.InD(In[11]), .InC(In[11]), .InB(1'b0), .InA(In[11]), .S(Oper), .Out(shOut[3]));
	mux2_1 POS3 (.InB(shOut[3]), .InA(In[3]),  .S(ShAmt), .Out(Out[3]));
	mux4_1 OP4 (.InD(In[12]), .InC(In[12]), .InB(1'b0), .InA(In[12]), .S(Oper), .Out(shOut[4]));
	mux2_1 POS4 (.InB(shOut[4]), .InA(In[4]),  .S(ShAmt), .Out(Out[4]));
	mux4_1 OP5 (.InD(In[13]), .InC(In[13]), .InB(1'b0), .InA(In[13]), .S(Oper), .Out(shOut[5]));
	mux2_1 POS5 (.InB(shOut[5]), .InA(In[5]),  .S(ShAmt), .Out(Out[5]));
	mux4_1 OP6 (.InD(In[14]), .InC(In[14]), .InB(1'b0), .InA(In[14]), .S(Oper), .Out(shOut[6]));
	mux2_1 POS6 (.InB(shOut[6]), .InA(In[6]),  .S(ShAmt), .Out(Out[6]));
	mux4_1 OP7 (.InD(In[15]), .InC(In[15]), .InB(1'b0), .InA(In[15]), .S(Oper), .Out(shOut[7]));
	mux2_1 POS7 (.InB(shOut[7]), .InA(In[7]),  .S(ShAmt), .Out(Out[7]));
	mux4_1 OP8 (.InD(1'b0), .InC(In[15]), .InB(In[0]), .InA(In[0]), .S(Oper), .Out(shOut[8]));
	mux2_1 POS8 (.InB(shOut[8]), .InA(In[8]),  .S(ShAmt), .Out(Out[8]));
	mux4_1 OP9 (.InD(1'b0), .InC(In[15]), .InB(In[1]), .InA(In[1]), .S(Oper), .Out(shOut[9]));
	mux2_1 POS9 (.InB(shOut[9]), .InA(In[9]),  .S(ShAmt), .Out(Out[9]));
	mux4_1 OP10(.InD(1'b0), .InC(In[15]), .InB(In[2]), .InA(In[2]), .S(Oper), .Out(shOut[10]));
	mux2_1 POS10(.InB(shOut[10]), .InA(In[10]), .S(ShAmt), .Out(Out[10]));
	mux4_1 OP11(.InD(1'b0), .InC(In[15]), .InB(In[3]), .InA(In[3]), .S(Oper), .Out(shOut[11]));
	mux2_1 POS11(.InB(shOut[11]), .InA(In[11]), .S(ShAmt), .Out(Out[11]));
	mux4_1 OP12(.InD(1'b0), .InC(In[15]), .InB(In[4]), .InA(In[4]), .S(Oper), .Out(shOut[12]));
	mux2_1 POS12(.InB(shOut[12]), .InA(In[12]), .S(ShAmt), .Out(Out[12]));
	mux4_1 OP13(.InD(1'b0), .InC(In[15]), .InB(In[5]), .InA(In[5]), .S(Oper), .Out(shOut[13]));
	mux2_1 POS13(.InB(shOut[13]), .InA(In[13]), .S(ShAmt), .Out(Out[13]));
	mux4_1 OP14(.InD(1'b0), .InC(In[15]), .InB(In[6]), .InA(In[6]), .S(Oper), .Out(shOut[14]));
	mux2_1 POS14(.InB(shOut[14]), .InA(In[14]), .S(ShAmt), .Out(Out[14]));
	mux4_1 OP15(.InD(1'b0), .InC(In[15]), .InB(In[7]), .InA(In[7]), .S(Oper), .Out(shOut[15]));
	mux2_1 POS15(.InB(shOut[15]), .InA(In[15]), .S(ShAmt), .Out(Out[15]));
endmodule
```
**flow/constraint.sdc**
```tcl
current_design shifter_8b

set clk_period 1.5
set clk_io_pct 0.2

create_clock -name clk0 -period $clk_period

set non_clock_inputs [all_inputs -no_clocks]
set_input_delay [expr $clk_period * $clk_io_pct] -clock clk0 $non_clock_inputs
set_output_delay [expr $clk_period * $clk_io_pct] -clock clk0 [all_outputs]
```
**flow/run.sh**
```bash
#!/bin/bash
# OpenROAD 26Q1-2900-gdf79404cd8, Yosys 0.63+post, stock flow scripts
make -C /OpenROAD-flow-scripts/flow DESIGN_CONFIG=/design/flow/config.mk WORK_HOME=/design/flow/orfs finish
```
==> flow_summary.toml <==
# physical design summary
[floorplanning]
die_area_um2 = 6400
rows = 21
core_um2 = 3416
io-pin-count = 35
die_x_um = 80
dieHeight_um = 80
initial_core_util = 0.1128

[detailed_routing]
vias = 538
wirelength_mm = 1.829
drt_pass1_iterations = 4
wire_per_inst_um = 12.44
drt_iter0_markers = 22
final_antenna_net_count = 0
vias_per_cell = 3.660
drc = 0
diodes = 0

[placement]
dp_hpwl_mm = 1.296
placed_area_um2 = 678.2
pre_cts_ws_ns = -0.7357
place_congestion = 0.7150
numPortBuffers = 35

[layout]
drive_gt1_frac = 0.3861
syn_to_final_growth_pct = 116.9
final_area_um2 = 835.8
flop-count = 0
clock_buffers = 0
final_common_cell = "nand2_1"
final_core_util = 0.2447
flop_area_um2 = 0
lay_top_cells = "nand2_1, buf_4, dlygate4sd2_1"

[yosys]
yosysSeqAreaShare = 0
syn_inst = 70
ys_types = 12
ys_cells = 70
ys_area_um2 = 385.4
syn_area_um2 = 385.4
yosys_warnings = 0
avgSynthCellArea_um2 = 5.505

[setup_path]
cpMostUsedCell = "buf_4"
crit_type = "input port to primary output"
required_ns = 1.20
critPathCapture = "Out[11]"
slowest_stage = "dlygate4sd2_1"
startpoint_type = "input port"
cp.depth = 6
cp.buffers_inverters = 4
path_max_fanout = 9
endpoint_kind = "primary output"
crit_start = "ShAmt"
crit_chain = "buf_4 > buf_12 > buf_4 > nor2_2 > a31oi_4 > dlygate4sd2_1"
arrival_ns = 1.15
slowest_delay_ns = 0.25
timing.critical_path.max_delay_family = "buffers and inverters"

[grt]
antenna_found_initial = 0
grt_pass1_vias = 571
grt_util_all_layers = 0.05380
grt_overflow_total = 0
grt_max_degree = 16
grt_pass1_wl_mm = 2.787

[power_and_ir_drop]
pwr-share-comb = 1.000
p_leak_nw = 0.4380
power.density_nw_per_um2 = 264.8
clock_power_share = 0
power.total_w = 0.0002214
internal-power_w = 0.0001372
p_seq_frac = 0
p_sw_frac = 0.3800
power.switching_w = 0.00008411
ir_worst_vdd_mv = 0.1074

[sta]
worstMarginPinSlew_ns = 0.2261
setup_viol = 0
slew_violations = 0
period_needed_ns = 1.453
hold_viol = 0
clock.fmax_ghz = 0.6883
finalCritPeriodShare = 0.9686
finalSetupTns_ns = 0
rsz0062_at_grt = "no"
slew_headroom = 0.8489
fin_ws_ns = 0.04712

[clock_tree]
cts_hold_buf = 0

[worst_hold_path]
hold_path_class = "input port to primary output"

[run]
maxCapViolCount = 0
warning_count = 33

[status]
status = "complete, no violations"
[power by group through the flow]
stage / registers (W) / logic [W] / clock network (W)
CTS: 0 / 0.000226 / 0
global route: 0 / 0.000244 / 0
finish: 0 / 0.000221 / 0
[cells by family (layout without fill, tap and decap cells)]
logic type	Yosys count	in the layout	share of synthesized area
buf+inv	29	60	0.4578
simple gates	24	24	0.2598
compound gates	17	17	0.2825
[Yosys cell counts]
| cell | n | area share |
|---|---|---|
| a31oi_1 | 7 | 0.11 |
| a32o_1 | 1 | 0.026 |
| buf_2 | 3 | 0.039 |
| buf_4 | 17 | 0.33 |
| inv_1 | 8 | 0.078 |
| inv_2 | 1 | 0.0097 |
| nand2_1 | 15 | 0.15 |
| nand3b_2 | 1 | 0.029 |
| nor2_1 | 7 | 0.068 |
| nor2b_1 | 1 | 0.016 |
| o21ai_0 | 1 | 0.013 |
| o22ai_1 | 8 | 0.13 |
[layout make-up]
cell class / count / area (um^2)
well taps: 46 / 57.56
fillers: 401 / 2580
multi-input cells: 41 / 276.5
repair inverters: 1 / 7.507
repair buffers: 50 / 457.9
inverters: 9 / 36.28
[routing by layer]
layer	vias to the layer above	GRT usage	share of wire	wire length [um]
met1	237	0.07119	0.48	876
met3	0	0.01705	0.084	154
met4	0	0.003521	0	0
met5	-	0	0	0
li1	281	-	-	-
met2	20	0.08668	0.44	798
[how the worst min path moves through the flow]
stage / startpoint / to / cells past startpoint
global route: In[10] / Out[10] / 4
CTS: Oper[1] / Out[14] / 5
finish: In[10] / Out[10] / 4
[repair_timing]
action                                  CTS  global route
endpoints found under the setup margin   16            11
buffers inserted                         12             1
resized                                  64            16
gates cloned                              2             0
pin swaps                                17             1
[per-stage QoR]
step / hold slack, ns / instances
5_1_grt: 0.9983 / 147
3_3_place_gp: 1.557 / 133
6_report: 0.9731 / 147
2_1_floorplan: 0.7774 / 70
3_5_place_dp: 1.542 / 133
4_1_cts: 1.019 / 147
Power figures rest on the tool's default switching activity, not on a simulated workload.
