==> flow/design.v <==
module nand2 (in1,in2,out);
input in1,in2;
output out;
assign out = ~(in1 & in2);
endmodule
module not1 (in1,out);
input in1;
output out;
assign out = ~in1;
endmodule
module mux2_1(InA, InB, S, Out);
	input InA;
	input InB;
	input S;
	output Out;
	wire notS;
	wire nandAS, nandBS;
	not1 N1(.in1(S), .out(notS));
	nand2 NA1(.in1(InB), .in2(S), .out(nandBS));
	nand2 NA2(.in1(InA), .in2(notS), .out(nandAS));
	nand2 NA3(.in1(nandBS), .in2(nandAS), .out(Out));
endmodule
module mux4_1(InA, InB, InC, InD, S, Out);
	input InA;
	input InB;
	input InC;
	input InD;
	input [1:0] S;
	output Out;
	wire low, high;
	mux2_1 LOW(.InA(InA), .InB(InB), .S(S[0]), .Out(low));
	mux2_1 HIGH(.InA(InC), .InB(InD), .S(S[0]), .Out(high));
	mux2_1 TOP(.InA(low), .InB(high), .S(S[1]), .Out(Out));
endmodule
module shifter_4b (In, ShAmt, Oper, Out);
  	input [15:0] In;
  	input ShAmt;
  	input [1:0]  Oper;
  	output [15:0] Out;
	wire [15:0]  shOut;
	mux4_1 OP0 (.InD(In[4]), .InC(In[4]), .InB(1'b0), .InA(In[12]), .S(Oper), .Out(shOut[0]));
	mux2_1 POS0 (.InB(shOut[0]), .InA(In[0]), .S(ShAmt), .Out(Out[0]));
	mux4_1 OP1 (.InD(In[5]), .InC(In[5]), .InB(1'b0), .InA(In[13]), .S(Oper), .Out(shOut[1]));
	mux2_1 POS1 (.InB(shOut[1]), .InA(In[1]),  .S(ShAmt), .Out(Out[1]));
	mux4_1 OP2 (.InD(In[6]), .InC(In[6]), .InB(1'b0), .InA(In[14]), .S(Oper), .Out(shOut[2]));
	mux2_1 POS2 (.InB(shOut[2]), .InA(In[2]),  .S(ShAmt), .Out(Out[2]));
	mux4_1 OP3 (.InD(In[7]), .InC(In[7]), .InB(1'b0), .InA(In[15]), .S(Oper), .Out(shOut[3]));
	mux2_1 POS3 (.InB(shOut[3]), .InA(In[3]),  .S(ShAmt), .Out(Out[3]));
	mux2_1 OP4 (.InB(In[8]), .InA(In[0]), .S(Oper[1]), .Out(shOut[4]));
	mux2_1 POS4 (.InB(shOut[4]), .InA(In[4]),  .S(ShAmt), .Out(Out[4]));
	mux2_1 OP5 (.InB(In[9]), .InA(In[1]), .S(Oper[1]), .Out(shOut[5]));
	mux2_1 POS5 (.InB(shOut[5]), .InA(In[5]),  .S(ShAmt), .Out(Out[5]));
	mux2_1 OP6 (.InB(In[10]), .InA(In[2]), .S(Oper[1]), .Out(shOut[6]));
	mux2_1 POS6 (.InB(shOut[6]), .InA(In[6]),  .S(ShAmt), .Out(Out[6]));
	mux2_1 OP7 (.InB(In[11]), .InA(In[3]), .S(Oper[1]), .Out(shOut[7]));
	mux2_1 POS7 (.InB(shOut[7]), .InA(In[7]),  .S(ShAmt), .Out(Out[7]));
	mux2_1 OP8 (.InB(In[12]), .InA(In[4]), .S(Oper[1]), .Out(shOut[8]));
	mux2_1 POS8 (.InB(shOut[8]), .InA(In[8]),  .S(ShAmt), .Out(Out[8]));
	mux2_1 OP9 (.InB(In[13]), .InA(In[5]), .S(Oper[1]), .Out(shOut[9]));
	mux2_1 POS9 (.InB(shOut[9]), .InA(In[9]),  .S(ShAmt), .Out(Out[9]));
	mux2_1 OP10(.InB(In[14]), .InA(In[6]), .S(Oper[1]), .Out(shOut[10]));
	mux2_1 POS10(.InB(shOut[10]), .InA(In[10]), .S(ShAmt), .Out(Out[10]));
	mux2_1 OP11(.InB(In[15]), .InA(In[7]), .S(Oper[1]), .Out(shOut[11]));
	mux2_1 POS11(.InB(shOut[11]), .InA(In[11]), .S(ShAmt), .Out(Out[11]));
	mux4_1 OP12(.InD(1'b0), .InC(In[15]), .InB(In[8]), .InA(In[8]), .S(Oper), .Out(shOut[12]));
	mux2_1 POS12(.InB(shOut[12]), .InA(In[12]), .S(ShAmt), .Out(Out[12]));
	mux4_1 OP13(.InD(1'b0), .InC(In[15]), .InB(In[9]), .InA(In[9]), .S(Oper), .Out(shOut[13]));
	mux2_1 POS13(.InB(shOut[13]), .InA(In[13]), .S(ShAmt), .Out(Out[13]));
	mux4_1 OP14(.InD(1'b0), .InC(In[15]), .InB(In[10]), .InA(In[10]), .S(Oper), .Out(shOut[14]));
	mux2_1 POS14(.InB(shOut[14]), .InA(In[14]), .S(ShAmt), .Out(Out[14]));
	mux4_1 OP15(.InD(1'b0), .InC(In[15]), .InB(In[11]), .InA(In[11]), .S(Oper), .Out(shOut[15]));
	mux2_1 POS15(.InB(shOut[15]), .InA(In[15]), .S(ShAmt), .Out(Out[15]));  
endmodule
==> flow/run.sh <==
#!/bin/bash
# OpenROAD 26Q1-2900-gdf79404cd8, Yosys 0.63+post, stock flow scripts
make -C /OpenROAD-flow-scripts/flow DESIGN_CONFIG=/design/flow/config.mk WORK_HOME=/design/flow/orfs finish
==> flow/config.mk <==
export PLATFORM = sky130hd
export DESIGN_NAME = shifter_4b
export DESIGN_NICKNAME = shifter_4b
export VERILOG_FILES = /design/flow/design.v
export SDC_FILE = /design/flow/constraint.sdc
export NUM_CORES = 4
export LEC_CHECK = 1
export CORE_AREA = 10 10 70 70
export DIE_AREA = 0 0 80 80
==> flow/constraint.sdc <==
current_design shifter_4b

set clk_period 1.2
set clk_io_pct 0.2

create_clock -name clk0 -period $clk_period

set non_clock_inputs [all_inputs -no_clocks]
set_input_delay [expr $clk_period * $clk_io_pct] -clock clk0 $non_clock_inputs
set_output_delay [expr $clk_period * $clk_io_pct] -clock clk0 [all_outputs]
==> flow_summary_export.csv <==
group,metric,value,unit
cells_and_area,clock_buffers,0,
drt,drtIter0Drc,10,
drt,dr.pass1.iters,3,
yosys,syn_area,467.9,um^2
critical_path,critPathSlowestCell,"nor2_4",
critical_path,critPathMaxStageDelay,0.17,ns
final_timing,setup_ws,-0.006067,ns
final_timing,finalHoldWorstSlack,0.8161,ns
pwr,switchingPower,115.5,uW
final_timing,setup_viol,1,
floorplanning,dieArea,6400,um^2
floorplanning,pin_count,35,
final_timing,fmax,829.1,MHz
floorplanning,std_cell_rows,21,
pwr,p_seq_frac,0,
drt,vias,530,
drt,diodes,0,
yosys,synth_cells,71,
cells_and_area,flops,0,
run,warning_count,34,
critical_path,path_cells,"buf_12, buf_8, nor2_4, a22oi_2, a21oi_1, buf_2",
cells_and_area,lay_top_cells,"buf_2, nor2_1, dlygate4sd2_1",
status,outcome,"finished, violations left",
drt,ant_nets,0,
yosys,top_cell_area_share,0.2567,
cells_and_area,final_common_cell,"buf_2",
pwr,pwr-share-clk,0,
global_route,grt_overflow,0,
global_route,grt_pass1_vias,510,
pwr,pwr-share-comb,1.000,
global_route,grt_max_degree,17,
pwr,p_leak,0.0003603,uW
pwr,peakVddDrop,0.08698,mV
cells_and_area,register_area,0,um^2
place,place.gp.congestion,0.7129,
global_route,track_usage,0.05057,
drt,wl,1750,um
critical_path,cp_max_fo,5,
floorplanning,fp.dieW,80,um
place,dp_hpwl,1453,um
drt,post_drt_wl_per_cell,12.50,um
cts,cts_hold_buf,0,
floorplanning,core_area,3416,um^2
place,dpl_worst_slack,-0.8117,ns
pwr,power,267.1,uW
place,portBuffers,35,
critical_path,worst_ep_arrival_time,0.97,ns
critical_path,crit_type,"input port to output port",
status,violations,"setup timing",
final_timing,finalCriticalPeriod,1.206,ns
hold_path,hold-path-cell-count,4,
drt,via_per_inst,3.786,
yosys,ys_cells,71,
pwr,switching_share,0.4324,
run,cap_viol_max_count,0,
critical_path,critical_path.endpoint_type,"output port",
floorplanning,die_h,80,um
yosys,postSynthSeqShare,0,
critical_path,cp-start-kind,"input port",
final_timing,finalClockPeriodUsage,1.005,
hold_path,hp-class,"input port to output port",
final_timing,rsz0062_at_grt,"yes",
yosys,ys_warn_count,0,
global_route,antenna_found_initial,0,
yosys,avgSynthCellArea,6.591,um^2
yosys,yosys.area.top_type,"buf_4",
yosys,ys_types,15,
pwr,powerDensity,340.0,nW/um^2
yosys,top_cells_by_area,"buf_4, mux2i_1, a21oi_1",
final_timing,slew_headroom,0.8827,
cells_and_area,drive_gt1_frac,0.4574,
yosys,ys_area,467.9,um^2
global_route,grt_pass1_wl,2628,um
floorplanning,initCoreUtil,0.1370,
drt,drc_errors,0,
cells_and_area,synthToLayoutAreaGrowth,67.91,%
pwr,p_int,151.6,uW
final_timing,hold_violations,0,
critical_path,required,0.96,ns
final_timing,slew_viol_final,0,
final_timing,worst_slew_pin_slew,0.1711,ns
power groups by stage:
| stage | registers (uW) | clock network (uW) | logic (uW) |
|---|---|---|---|
| after CTS | 0 | 0 | 245 |
| after global routing | 0 | 0 | 301 |
| final | 0 | 0 | 267 |
worst max-delay path, delay by kind of cell:
family / cells / cell delay [ns]
AND/OR/NAND/NOR: 1 / 0.17
buffers and inverters: 3 / 0.34
AND-OR/OR-AND: 2 / 0.21
metrics by stage:
step             util  std cells  instance area [um^2]  setup TNS (ns)
2_1_floorplan       -         71                 467.9               0
3_3_place_gp   0.2245        137                 767.0          -12.31
3_5_place_dp   0.2245        137                 767.0          -12.37
4_1_cts        0.2132        141                 728.2         -0.5188
5_1_grt        0.2300        140                 785.8         -0.3074
6_report       0.2300        140                 785.8       -0.006067
Yosys cell counts:
cell,count
mux2i_1,8
nand3b_4,1
a32o_1,1
a22oi_1,4
buf_6,1
nand2_1,3
inv_1,1
buf_2,3
a21oi_1,12
buf_4,16
o21ai_0,1
nor2_2,1
buf_12,1
nor2_1,15
a31oi_1,3
kinds of logic after synthesis:
family,after synthesis,share of synthesized area
buf+inv,22,0.3636
compound gates,21,0.2647
simple gates,20,0.2005
mux,8,0.1711
routing by layer:
layer  GRT usage  part of all wire
met2     0.08828              0.49
met5           0                 0
met3     0.02045             0.091
met4           0                 0
met1     0.05999              0.42
worst paths after layout:
| path | start | end | slack, ns |
|---|---|---|---|
| max | Oper[1] | Out[0] | -0.006 |
| min | In[7] | Out[7] | 0.82 |
cell type report:
| class | instances | area, um^2 |
|---|---|---|
| fillers | 406 | 2630 |
| multi-input cells | 49 | 376.6 |
| repair buffers | 44 | 347.8 |
| well taps | 46 | 57.56 |
| inverters | 1 | 3.754 |
timing repair:
item,4_1_cts,5_1_grt
buffers inserted,5,0
pin swaps,18,11
setup endpoints to repair,16,13
gates cloned,0,0
gates resized,88,22
Power is estimated from default activity; no workload was simulated.
